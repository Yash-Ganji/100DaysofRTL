<file path="/design/flow/run.sh">
#!/bin/bash
# OpenROAD 26Q1-2900-gdf79404cd8, Yosys 0.63+post, stock flow scripts
make -C /OpenROAD-flow-scripts/flow DESIGN_CONFIG=/design/flow/config.mk WORK_HOME=/design/flow/orfs finish
</file>
<file path="/design/flow/config.mk">
export PLATFORM = sky130hd
export DESIGN_NAME = srl_2_prll_conv
export DESIGN_NICKNAME = srl_2_prll_conv
export VERILOG_FILES = /design/flow/design.v
export SDC_FILE = /design/flow/constraint.sdc
export NUM_CORES = 4
export LEC_CHECK = 1
export CORE_AREA = 10 10 70 70
export DIE_AREA = 0 0 80 80
</file>
<file path="/design/flow/constraint.sdc">
current_design srl_2_prll_conv

set clk_period 1.3
set clk_io_pct 0.2

create_clock -name clk0 -period $clk_period [get_ports {clk}]

set non_clock_inputs [all_inputs -no_clocks]
set_input_delay [expr $clk_period * $clk_io_pct] -clock clk0 $non_clock_inputs
set_output_delay [expr $clk_period * $clk_io_pct] -clock clk0 [all_outputs]
</file>
<file path="/design/flow/design.v">
`timescale 1ns / 1ps
module srl_2_prll_conv(srl_in, clk, reset_n, prll_o, valid_o);
    input srl_in;                
    input clk, reset_n;
    output wire [3:0] prll_o;    
    output wire valid_o;         
    reg [3:0] mem;               
    reg [2:0] count;             
    wire [2:0] nxt_count;
    always @(posedge clk, negedge reset_n)
    begin
        if(reset_n==0)
        begin
            mem<=0;
            count<=0;
        end
        else
        begin
            mem <= {mem[2:0], srl_in};
            count <= nxt_count;
        end
    end
    assign prll_o = mem;
    assign valid_o = (count==3'd4);
    assign nxt_count = (count==3'd4)? 3'd0 : count+1;
endmodule
</file>
==> results.toml <==
# yosys + openroad results
[run_status]
outcome = "complete, but fails checks"
violations = "negative setup slack"

[final_timing]
finalSetupTns_ns = -0.0203
rsz0062_at_grt = "true"
min_period_over_period = 1.02
setup_viol = 1
finClkSkew_ns = 0.0000967
max_freq_mhz = 757
slew-limit-headroom = 0.801
hold_ws_ns = 0.268
hold_viol = 0
setup_ws_ns = -0.0203
min_period_ns = 1.32
maxSlewViolCount = 0
worst_pin_slew_ns = 0.298

[clock_tree]
cts-root-buf = "clkbuf_4"
clkLatencyLatePin_ns = 0.24
cts_hold_buf = 0
clk_pin_slew_ns = 0.05
cts_made_buffers = 3
clock_sinks = 7
cts_buffer_depth = 2
cts_tree = "yes"
htreeDepth = 1

[global_route]
antenna_found_initial = 0
grt_max_degree = 8
grt_pass1_wl_um = 724
grt_overflow = 0
grt_usage = 0.0135
grt_pass1_vias = 164

[synthesis]
ys_warn_count = 1
ys_top_cells_by_area = "dfrtp_1 (73%), ha_1 (10%), mux2i_1 (4.2%), and2_4 (3.7%), inv_1 (3.1%)"
netlist_instances = 15
xor_share = 0
synthDistinctLibCells = 7
ys_seq_share = 0.733
yosysTopAreaCell = "dfrtp_1"
ys_top_logic_family = "adder cells"
synth-simple-area-share = 0.0890
yosysChipArea_sq_um = 239
yosys_cells = 15
synthAdderAreaFrac = 0.105
synth_area_sq_um = 239
synthDominantCellAreaShare = 0.733
numSynthFlops = 7
aoi_share = 0
syn_avg_cell_area_sq_um = 15.9
synthMuxAreaShare = 0.0419

[setup_path]
start_kind = "flip-flop"
r2r_start = "count[0]"
cp-startpoint = "count[1]"
worstSetupPathType = "reg2out"
ff2ff_path_depth = 4
r2r_end = "count[2]"
rrSetupSlack_ns = 0.25
end_kind = "primary output"
crit_path_max_fanout = 2
worstPathArrival_ns = 1.06
cp.required_ns = 1.04
crit_path_end = "valid_o"

[power]
pwr-share-seq = 0.529
p_per_area_nw_per_um2 = 999
power.leakage_nw = 0.204
p_clk_frac = 0.434
switching_share = 0.179
power_frac_comb = 0.037
p_total_mw = 0.429
p_int_mw = 0.352
peakVddDrop_mv = 0.190
p_switching_mw = 0.0767

[placed_design]
gp_congestion = 0.638
dp_hpwl_um = 331
port_buffers = 7
placed_cell_area_sq_um = 382

[routing]
wl_um = 419
ant_nets = 0
viasPerCell = 2.05
dr.pass1.iters = 1
drt_iter0_markers = 0
drc = 0
via_count = 158
wl_per_cell_um = 5.44
antenna_cells = 0

[run]
drv_cap = 0
warnings = 28

[die]
die_x_um = 80
fp.dieH_um = 80
core_util_floorplan = 0.0700
num_rows = 21
core_area_sq_um = 3420
die_area_sq_um = 6400
ios = 8

[layout]
final_util = 0.126
fillCellCount = 388
syn2layout_area_growth_pct = 79.6
drive_gt1_frac = 0.387
fin_area_sq_um = 429
regArea_sq_um = 175
comb_area_sq_um = 58.8

[worst_hold_path]
hp-class = "in2async"
==> cells in the mapped netlist (all sizes together) <==
cell / n
and2: 1
dfrtp: 7
ha: 2
inv: 2
mux2i: 1
nand2b: 1
nor2: 1
==> layout by cell type (no fill, tap or decap), types with 2 or more instances in the layout <==
cell,n
dlygate4sd2_1,4
clkbuf_4,3
inv_1,2
clkdlybuf4s50_1,2
buf_4,5
dfrtp_1,7
==> worst min-delay path by stage <==
| stage | startpoint | endpoint | cells past startpoint |
|---|---|---|---|
| CTS | reset_n | mem[1] | 1 |
| global route | reset_n | count[2] | 1 |
| finish | reset_n | count[2] | 1 |
==> repair_timing <==
item,CTS,global route
pin swaps,1,0
gates cloned,0,0
buffers inserted,1,2
gates resized,9,0
setup endpoints to repair,5,1
==> cells by family (layout without fill, tap and decap cells) <==
family | after synthesis | in the layout
buffers and inverters | 2 | 18
AND/OR/NAND/NOR | 3 | 3
flip-flops | 7 | 7
adder cells (fa/ha/maj) | 2 | 2
multiplexers | 1 | 1
==> per-layer routing <==
layer	GRT usage	wire length, um	vias up
li1	-	-	77
met1	0.0155	161	76
met2	0.0193	231	3
met3	0.00455	6	2
met4	0.0123	19	0
met5	0	0	-
==> power groups by stage <==
stage | combinational (mW) | sequential, mW | clock (mW)
after CTS | 0.0166 | 0.227 | 0.199
after global routing | 0.0174 | 0.228 | 0.214
final | 0.0158 | 0.227 | 0.186
==> area by class of cell <==
| cell class | count | area share |
|---|---|---|
| clock buffer | 4 | 0.0612 |
| inverter | 2 | 0.0175 |
| multi-input combinational | 6 | 0.137 |
| sequential | 7 | 0.408 |
| tap | 46 | 0.134 |
| timing repair buffer | 12 | 0.242 |
==> registers in the layout, summed over array words and instances (netlist names) <==
register  count
mem           4
count         3
==> through the flow <==
step / instances / worst slack, ns
3_3_place_gp: 70 / -0.116
2_1_floorplan: 15 / 0.321
3_5_place_dp: 70 / -0.141
5_1_grt: 77 / -0.0772
4_1_cts: 75 / -0.0318
6_report: 77 / -0.0203
==> worst max-delay path, stage by stage (launching register included) <==
cell     delay [ns]
dfrtp_1        0.37
inv_1          0.06
ha_2           0.17
and2_4         0.14
buf_6          0.08
Power and IR drop assume default switching activity.
