## /design/flow/design.v

```verilog
`timescale 1ns / 1ps
module pll_to_srl_conv(prll_in, clk, reset_n, srl_o, empty_o, valid_o);
    input clk, reset_n;
    input [3:0] prll_in;          
    output wire empty_o;          
    output wire valid_o;          
    output wire srl_o;            
    reg [3:0] mem;                
    reg [2:0] count;
    wire [2:0] nxt_count;
    always @(posedge clk, negedge reset_n)
    begin
        if(reset_n==0)
        begin
            mem<=0;
            count<=0;
        end
        else
        begin
              mem <= empty_o ? prll_in : {mem[2:0], 1'b0};
              count<=nxt_count;
        end
    end
    assign nxt_count = (count==3'd4)? 1'b0: count+1'b1;
    assign empty_o = (count==3'd0);
    assign valid_o = |count;
    assign srl_o = mem[3];
endmodule
```

## /design/flow/run.sh

```bash
#!/bin/bash
# OpenROAD 26Q1-2900-gdf79404cd8, Yosys 0.63+post, stock flow scripts
make -C /OpenROAD-flow-scripts/flow DESIGN_CONFIG=/design/flow/config.mk WORK_HOME=/design/flow/orfs finish
```

## /design/flow/config.mk

```make
export PLATFORM = sky130hd
export DESIGN_NAME = pll_to_srl_conv
export DESIGN_NICKNAME = pll_to_srl_conv
export VERILOG_FILES = /design/flow/design.v
export SDC_FILE = /design/flow/constraint.sdc
export NUM_CORES = 4
export LEC_CHECK = 1
export CORE_AREA = 10 10 70 70
export DIE_AREA = 0 0 80 80
```

## /design/flow/constraint.sdc

```tcl
current_design pll_to_srl_conv

set clk_period 2.0
set clk_io_pct 0.2

create_clock -name clk0 -period $clk_period [get_ports {clk}]

set non_clock_inputs [all_inputs -no_clocks]
set_input_delay [expr $clk_period * $clk_io_pct] -clock clk0 $non_clock_inputs
set_output_delay [expr $clk_period * $clk_io_pct] -clock clk0 [all_outputs]
```

==> results.yml <==
# implementation run metrics
timing:
  fmax_ghz: 0.534
  min_period_ns: 1.87
  finalClockSkew_ns: 0.00364
  hold_viol: 0
  maxSlewViolCount: 0
  setup_viol: 0
  tightest_slew_ns: 0.313
  layout_worst_path_cycle_share_pct: 93.6
  finalSetupTns_ns: 0
  rsz_0062_raised_after_global_routing: "no"
  slew-limit-headroom_pct: 79.1
setup_path:
  worst_setup_path_endpoint: "valid_o"
  startpoint_of_the_worst_register_to_register_path: "count[1]"
  critPathCaptureType: "primary output"
  worst-path-max-fanout: 3
  timing.critical_path.from_type: "flop"
  timing_worst_setup_path_type: "flop to primary output"
  crit_arrival_ns: 1.47
  crit_required_ns: 1.60
  reg2reg_setup_slack_ns: 0.65
  cp-startpoint: "count[1]"
  r2r.worst_path.cells: 5
  reg2reg_to: "mem[1]"
clocking:
  clk-insertion-delay-late_ns: 0.25
  cts-buffers-inserted: 3
  worst_setup_hold_path_clk_slew_ns: 0.05
  cts.sinks: 7
  htreeDepth: 1
  tritoncts: "built"
  ctsLongestPathBuffers: 2
  ctsRootBufferMaster: "sky130_fd_sc_hd__clkbuf_4"
floorplanning:
  dieHeight_um: 80
  die.size.x_um: 80
  core_util_floorplan_pct: 8.83
  floorplan.die_area_um2: 6400
  number_of_top_level_pins: 9
  core_region_area_um2: 3420
  placementRows: 21
route:
  routed-wl-met3_um: 59
  wl_met1_um: 236
  drc: 0
  highest_routed_metal_layer: "met3"
  route.vias.total: 192
  route.detailed.wl_per_inst_um: 7.18
  drt_iter0_markers: 4
  postRouteWirelength_um: 596
  drt_pre_antenna_iters: 2
  wl_met2_um: 299
  n_antenna_cell: 0
  antenna_left: 0
  route.detailed.vias_per_inst: 2.31
logic_synthesis:
  synthesis.yosys.warnings: 1
  postSynthAreaPerCell_um2: 14.4
  yosysCellCount: 21
  distinct_lib_cells: 10
  synth-area-yosys_um2: 302
  synth_seq_share_pct: 58.1
  mappedNetlistArea_um2: 302
  synthCells: 21
  ys_seq_elements: 7
power:
  internal_power_mw: 0.231
  netSwitchingFraction_pct: 18.9
  vdd_ir_drop_max_mv: 0.0900
  power_per_cell_area_nw_per_um2: 571
  p_seq_share_pct: 50.6
  switchingPower_mw: 0.0540
  pwr-share-comb_pct: 5.4
  leakage_power_total_nw: 0.244
  power_mw: 0.285
  clockPowerShare_pct: 44.0
grt:
  grt_pass1_vias: 206
  grt-ovfl-total: 0
  grt_first_pass_wirelength_um: 945
  grt_start_max_net_pins: 8
  initial_antenna_violation_count: 0
  grt_usage_pct: 1.84
layout:
  layout_top_cells_excl_fill_tap: "sky130_fd_sc_hd__dfrtp_1, sky130_fd_sc_hd__clkdlybuf4s50_1, sky130_fd_sc_hd__buf_4, sky130_fd_sc_hd__mux2_4, sky130_fd_sc_hd__clkbuf_4"
  fillers: 395
  area.sequential_um2: 175
  fin_util_pct: 14.6
  mi_logic_area_um2: 109
  layout-drive-gt1-share_pct: 43.2
  fin_area_um2: 499
  area.growth.synth_to_final_pct: 65.6
  finish.cell_count_without_fillers: 83
flow_run:
  maxCapViolCount: 0
  number_of_warning_messages_in_the_logs: 26
placement:
  gpl.final_weighted_congestion: 0.672
  placed_cells: 75
  placed_cell_area_um2: 435
  io_buffer_count: 8
hold_path:
  min_path_type: "primary input to asynchronous set/reset pin"
run_status:
  run_status: "complete, no violations"
-- kinds of logic (layout without fill, tap and decap cells) --
| family | after synthesis | in the layout | share of synthesized area (%) |
|---|---|---|---|
| flip-flops | 7 | 7 | 58.1 |
| multiplexers | 4 | 4 | 18.7 |
| buffers and inverters | 4 | 20 | 7.47 |
| AND/OR/NAND/NOR | 3 | 3 | 5.81 |
| adder cells (fa/ha/maj) | 2 | 2 | 8.30 |
| AND-OR/OR-AND | 1 | 1 | 1.66 |
-- worst min-delay path by stage --
| stage | start | to | slack (ns) | depth (start not counted) |
|---|---|---|---|---|
| finish | reset_n | mem[1] | 0.41 | 1 |
| global route | reset_n | mem[0] | 0.43 | 1 |
| CTS | reset_n | mem[0] | 0.42 | 1 |
-- worst max-delay path, stage by stage (launching register included) --
cell,delay (ns)
sky130_fd_sc_hd__dfrtp_1,0.37
sky130_fd_sc_hd__inv_1,0.06
sky130_fd_sc_hd__ha_2,0.17
sky130_fd_sc_hd__nor2b_2,0.18
sky130_fd_sc_hd__inv_1,0.05
sky130_fd_sc_hd__clkdlybuf4s50_1,0.40
-- stage by stage --
| step | worst slack, ns | hold slack, ns |
|---|---|---|
| floorplan | 0.711 | 0.104 |
| global placement | 0.198 | 0.440 |
| detailed placement | 0.173 | 0.455 |
| CTS | 0.0199 | 0.417 |
| global route | 0.0241 | 0.430 |
| finish | 0.127 | 0.409 |
-- cells in the mapped netlist --
cell type                 n  area (µm²)
sky130_fd_sc_hd__dfrtp_1  7         175
sky130_fd_sc_hd__inv_1    3        11.3
sky130_fd_sc_hd__mux2_4   3        45.0
sky130_fd_sc_hd__a21oi_1  1        5.00
sky130_fd_sc_hd__nor2b_1  1        6.26
sky130_fd_sc_hd__mux2_2   1        11.3
sky130_fd_sc_hd__buf_6    1        11.3
sky130_fd_sc_hd__ha_1     2        25.0
sky130_fd_sc_hd__nor2_1   1        3.75
sky130_fd_sc_hd__and2_2   1        7.51
-- layer usage --
| layer | vias to the layer above | global-route usage (%) |
|---|---|---|
| met1 | 92 | 1.95 |
| li1 | 97 | - |
| met4 | 0 | 0.704 |
| met3 | 0 | 1.36 |
| met2 | 3 | 2.73 |
| met5 | - | 0 |
-- registers in the layout, summed over array words and instances, names as in the netlist --
register	count
mem	4
count	3
-- area by class of cell --
| type | count | area share [%] |
|---|---|---|
| flip-flops and latches | 7 | 35.1 |
| clock buffers | 4 | 5.26 |
| repair buffers | 13 | 24.1 |
| inverters | 3 | 2.26 |
| multi-input cells | 10 | 21.8 |
| well taps | 46 | 11.5 |
-- repair_timing --
action,in CTS,in global routing
pin swaps,0,1
hold buffers,0,0
buffers inserted,3,2
resized,1,3
endpoints found under the setup margin,2,2
-- power groups by stage --
stage,Combinational [mW],Clock [mW],Sequential (mW)
after global routing,0.0174,0.138,0.144
after CTS,0.0161,0.134,0.144
final,0.0155,0.125,0.144
Power is estimated from default activity; no workload was simulated.
