`/design/flow/run.sh`:
```
#!/bin/bash
# OpenROAD 26Q1-2900-gdf79404cd8, Yosys 0.63+post, stock flow scripts
make -C /OpenROAD-flow-scripts/flow DESIGN_CONFIG=/design/flow/config.mk WORK_HOME=/design/flow/orfs finish
```
`/design/flow/config.mk`:
```
export PLATFORM = sky130hd
export DESIGN_NAME = mag_comp_4bit
export DESIGN_NICKNAME = mag_comp_4bit
export VERILOG_FILES = /design/flow/design.v
export SDC_FILE = /design/flow/constraint.sdc
export NUM_CORES = 4
export LEC_CHECK = 1
export CORE_AREA = 10 10 70 70
export DIE_AREA = 0 0 80 80
```
`/design/flow/constraint.sdc`:
```
current_design mag_comp_4bit

set clk_period 1.2
set clk_io_pct 0.2

create_clock -name clk0 -period $clk_period

set non_clock_inputs [all_inputs -no_clocks]
set_input_delay [expr $clk_period * $clk_io_pct] -clock clk0 $non_clock_inputs
set_output_delay [expr $clk_period * $clk_io_pct] -clock clk0 [all_outputs]
```
`/design/flow/design.v`:
```
`timescale 1ns / 1ps
module mag_comp_4bit(a, b, agb, bga, aeb);
    input [3:0] a, b;
    output wire agb;       
    output wire bga;       
    output wire aeb;       
    wire xr0, xr1, xr2, xr3;     
    assign xr0 = ~(a[0]^b[0]);
    assign xr1 = ~(a[1]^b[1]);
    assign xr2 = ~(a[2]^b[2]);
    assign xr3 = ~(a[3]^b[3]);
    assign agb = a[3]&(~b[3]) | a[2]&(~b[2])&xr3 | a[1]&(~b[1])&xr3&xr2 | a[0]&(~b[0])&xr3&xr2&xr1;
    assign aeb = xr0 & xr1 & xr2 & xr3;
    assign bga = ~(agb|aeb);
endmodule
```
==> metrics.txt <==
# HELP chip_impl_metric Flow report values
# TYPE chip_impl_metric gauge
chip_impl_metric{name="wirelength",unit="um"} 554
chip_impl_metric{name="grt_overflow",unit=""} 0
chip_impl_metric{name="final_critical_path_setup_slack",unit="ps"} -220
chip_impl_info{name="most-common-layout-cells",value="buf_2, ha_4, inv_2, buf_4, buf_6"} 1
chip_impl_metric{name="n_fill_cell",unit=""} 392
chip_impl_info{name="end_kind",value="output port"} 1
chip_impl_metric{name="fin_hold_ws",unit="ps"} 955
chip_impl_info{name="layout.cells.most_common",value="buf_2"} 1
chip_impl_metric{name="drt_iter0_drc",unit=""} 2
chip_impl_metric{name="antenna_cells",unit=""} 0
chip_impl_metric{name="worst-endpoint-required",unit="ps"} 960
chip_impl_metric{name="placeableCoreArea",unit="um2"} 3420
chip_impl_metric{name="row_count",unit=""} 21
chip_impl_info{name="crit_path_start_kind",value="input port"} 1
chip_impl_metric{name="layout.core_utilization",unit=""} 0.102
chip_impl_metric{name="seq_cells",unit=""} 0
chip_impl_metric{name="layout-area-overhead-vs-synth",unit="%"} 199
chip_impl_metric{name="die_height",unit="um"} 80
chip_impl_metric{name="powerDensity",unit="nW/um2"} 374
chip_impl_metric{name="timing.critical_path.arrival",unit="ps"} 1180
chip_impl_info{name="min-delay-path-class",value="input port to output port"} 1
chip_impl_metric{name="final_period_minus_worst_setup_slack",unit="ps"} 1420
chip_impl_metric{name="critPathMaxFanout",unit=""} 3
chip_impl_metric{name="final_cell_count_no_fill",unit=""} 75
chip_impl_metric{name="regArea",unit="um2"} 0
chip_impl_metric{name="timing.final.crit_share",unit=""} 1.18
chip_impl_metric{name="hold_buffers",unit=""} 0
chip_impl_metric{name="groute.layer.met1.usage",unit=""} 0.0231
chip_impl_metric{name="cap_violations",unit=""} 0
chip_impl_info{name="rsz0062_at_grt",value="yes"} 1
chip_impl_metric{name="drt_pre_antenna_iters",unit=""} 3
chip_impl_metric{name="max_stage_delay",unit="ps"} 210
chip_impl_metric{name="max_slew.worst_pin.slew",unit="ps"} 190
chip_impl_metric{name="ant_nets",unit=""} 0
chip_impl_metric{name="port-buffer-count",unit=""} 11
chip_impl_metric{name="ys_chip_area",unit="um2"} 116
chip_impl_metric{name="vias_per_inst",unit=""} 2.21
chip_impl_metric{name="dp_hpwl",unit="um"} 442
chip_impl_metric{name="worstHoldPathCells",unit=""} 5
chip_impl_metric{name="log.warning_count",unit=""} 34
chip_impl_metric{name="totalPowerFinal",unit="mW"} 0.130
chip_impl_metric{name="maxSlewViolCount",unit=""} 0
chip_impl_metric{name="antenna_found_initial",unit=""} 0
chip_impl_metric{name="postPlaceCellArea",unit="um2"} 292
chip_impl_info{name="crit_type",value="input port to output port"} 1
chip_impl_metric{name="hold_viol",unit=""} 0
chip_impl_info{name="timing.hold.worst_endpoint",value="agb"} 1
chip_impl_metric{name="final_cell_area",unit="um2"} 348
chip_impl_metric{name="synth_cells",unit=""} 14
chip_impl_metric{name="synth_cell_type_count",unit=""} 8
chip_impl_metric{name="standby_leakage_power",unit="nW"} 0.130
chip_impl_metric{name="synth_warnings",unit=""} 0
chip_impl_metric{name="die_width",unit="um"} 80
chip_impl_metric{name="fin_tns_setup",unit="ps"} -478
chip_impl_metric{name="floorplan.core_util",unit=""} 0.0341
chip_impl_metric{name="grt_usage",unit=""} 0.0162
chip_impl_metric{name="vdd.ir_drop.worst",unit="uV"} 42.9
chip_impl_metric{name="grt_start_max_net_pins",unit=""} 4
chip_impl_metric{name="fmax",unit="GHz"} 0.704
chip_impl_metric{name="grt_util_met2",unit=""} 0.0249
chip_impl_metric{name="design.portCount",unit=""} 11
chip_impl_info{name="run_status",value="complete, but fails checks"} 1
chip_impl_metric{name="yosys-stat-cells",unit=""} 14
chip_impl_metric{name="synth_area",unit="um2"} 116
chip_impl_info{name="cell_with_the_largest_stage_delay_on_the_worst_path",value="ha_4"} 1
chip_impl_metric{name="clockBufferCount",unit=""} 0
chip_impl_metric{name="postSynthSeqShare",unit=""} 0
chip_impl_info{name="min-delay-start",value="b[3]"} 1
chip_impl_metric{name="finalSetupViolations",unit=""} 3
chip_impl_metric{name="drc",unit=""} 0
chip_impl_metric{name="number_of_global_route_vias_before_repair",unit=""} 189
chip_impl_metric{name="die-area",unit="um2"} 6400
chip_impl_metric{name="grtUsageMet3",unit=""} 0.00455
chip_impl_metric{name="placed_cells_incl_taps",unit=""} 72
chip_impl_info{name="failing_checks",value="setup timing"} 1
chip_impl_info{name="crit_chain",value="buf_6 -> inv_4 -> ha_4 -> a211oi_4 -> buf_4 -> o21a_1 -> buf_2"} 1
chip_impl_info{name="grt_most_used_layer",value="met2"} 1
chip_impl_metric{name="routed-via-count",unit=""} 166
chip_impl_metric{name="placement.setup.worst_slack",unit="ps"} -1030
chip_impl_metric{name="wl_per_cell",unit="um"} 7.39
chip_impl_metric{name="grt_first_pass_wirelength",unit="um"} 855
chip_impl_metric{name="synth.avg_cell_area",unit="um2"} 8.31
chip_impl_metric{name="timing.max_slew.rel_slack",unit=""} 0.873
chip_impl_metric{name="final_layout_size_suffix_gt1_frac",unit=""} 0.862
chip_impl_metric{name="place_congestion",unit=""} 0.732
## layout make-up
class	count	area (um2)	share of cell area
inverter	4	17.5	0.0504
tap	46	57.6	0.165
multi-input combinational	10	166	0.478
timing repair buffer	15	106	0.306
## per-layer routing
layer / routed length, um / up-vias
li1: - / 81
met1: 292 / 77
met2: 210 / 8
met3: 51 / 0
met4: 0 / 0
met5: 0 / -
## critical path, delay by kind of cell
kind            cells  cell delay, ps
buf+inv             4             390
compound gates      2             350
fa+ha+maj           1             210
## cell usage after synthesis
| cell | count | area [um2] |
|---|---|---|
| a211oi_2 | 1 | 12.5 |
| a41oi_1 | 1 | 8.76 |
| and4_2 | 1 | 10.0 |
| ha_1 | 4 | 50.1 |
| inv_1 | 4 | 15.0 |
| o21a_1 | 1 | 7.51 |
| o21ai_0 | 1 | 5.00 |
| o21bai_1 | 1 | 7.51 |
## cells by family (layout without fill, tap and decap cells)
group / after synthesis / in the layout / synth area share
compound gates: 5 / 5 / 0.355
buf+inv: 4 / 19 / 0.129
fa+ha+maj: 4 / 4 / 0.430
simple gates: 1 / 1 / 0.0860
## power by group
| group | switching, mW | internal, mW | leakage, nW |
|---|---|---|---|
| clock network | 0 | 0 | 0 |
| registers | 0 | 0 | 0 |
| logic | 0.0499 | 0.0803 | 0.130 |
| total | 0.0499 | 0.0803 | 0.130 |
## how the worst max path moves through the flow
stage | from | end | slack (ps) | depth (start not counted)
after CTS | b[1] | bga | -220 | 7
final | b[1] | bga | -220 | 7
after global routing | b[1] | bga | -270 | 7
## what timing repair did
action,CTS,global route
pin swaps,7,0
setup buffers,3,0
resized,52,1
endpoints found under the setup margin,3,3
Power and IR drop assume default switching activity.
